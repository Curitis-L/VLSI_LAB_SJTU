File: /design/flow/design.v
module decoder_A2 (
    input clk,
    input rst_n,
    input data_in,
    output data_out,
    output reg out_flag,      
    output reg in_flag        
);
    reg div_reg[2:0];       
    wire div_feedback;       
    reg [2:0] clk_count;     
    reg [6:0] r_x;            
    reg [3:0] tmp_out;       
    reg [2:0] bit_count;     
    reg out_flag_sx;
    assign div_feedback = div_reg[2];
    assign data_out = tmp_out[3];
    always @(posedge clk or negedge rst_n)
    begin
        if(!rst_n)
            r_x <= 7'b0000000;
        else if(clk_count == 7 && {div_reg[2],div_reg[1],div_reg[0]} != 3'b000 && {div_reg[2],div_reg[1],div_reg[0]} != 3'b101)  
            r_x <= r_x;
        else if(in_flag || clk_count == 0)
            r_x <= {r_x[5:0],data_in};
        else
            r_x <= r_x;      
    end
    always @(posedge clk or negedge rst_n) 
    begin
        if(!rst_n)
            div_reg[0] <= 1'b0;
        else if(in_flag || clk_count ==0)         
            begin       
                if(clk_count<=2 || (clk_count == 7 && {div_reg[2],div_reg[1],div_reg[0]} == 3'b000))     
                    div_reg[0] <= data_in;
                else if(clk_count == 7 && {div_reg[2],div_reg[1],div_reg[0]} != 3'b101)
                    div_reg[0] <= 0 ^ div_feedback;
                else
                    div_reg[0] <= data_in ^ div_feedback;
            end
        else                 
            div_reg[0] <= 0 ^ div_feedback;
    end
    always @(posedge clk or negedge rst_n) 
    begin
        if(!rst_n)
            div_reg[1] <= 1'b0;
        else if(clk_count<=2 || (clk_count == 7)&&{div_reg[2],div_reg[1],div_reg[0]} == 3'b000)
            div_reg[1] <= div_reg[0]; 
        else
            div_reg[1] <= div_reg[0] ^ div_feedback;
    end
    always @(posedge clk or negedge rst_n) 
    begin
        if(!rst_n)
            div_reg[2] <= 1'b0;
        else
            div_reg[2] <= div_reg[1];
    end
    always @(posedge clk or negedge rst_n) 
    begin
        if(!rst_n)
            tmp_out <= 4'b0000;
        else if(clk_count == 7 && {div_reg[2],div_reg[1],div_reg[0]} == 3'b000 && in_flag)   
            tmp_out <= r_x[6:3];
        else if(clk_count == 7 && {div_reg[2],div_reg[1],div_reg[0]} == 3'b101)    
            tmp_out <= r_x[6:3]^(4'b1000>>bit_count);
        else if(clk_count ==7 && bit_count == 6)         
            tmp_out <= r_x[6:3];
        else if((in_flag || clk_count == 0) && clk_count<=3)                 
            tmp_out <= {tmp_out[2:0],tmp_out[3]};
        else
            tmp_out <= tmp_out;
    end
    always @(posedge clk or negedge rst_n) 
    begin
        if(!rst_n)
            bit_count <= 3'b000;
        else if(clk_count == 7 && {div_reg[2],div_reg[1],div_reg[0]} == 3'b101)  
            bit_count <= 3'b000;
        else if(clk_count == 7 && {div_reg[2],div_reg[1],div_reg[0]} == 3'b000)  
            bit_count <= 3'b000;
        else if(clk_count == 7 && {div_reg[2],div_reg[1],div_reg[0]} != 3'b101)  
            bit_count <= bit_count+1;
        else 
            bit_count <= bit_count;
    end
    always @(posedge clk or negedge rst_n) 
    begin
        if(!rst_n)
            clk_count <= 0;
        else if(clk_count == 7 && {div_reg[2],div_reg[1],div_reg[0]} == 3'b000 && in_flag)   
            clk_count <= 1;
        else if(clk_count == 7 && {div_reg[2],div_reg[1],div_reg[0]} == 3'b101 && !in_flag)  
            clk_count <= 0;
        else if(clk_count == 7 && {div_reg[2],div_reg[1],div_reg[0]} != 3'b101)
            clk_count <= 7;
        else
            clk_count <= clk_count + 1;
    end
    always @(posedge clk or negedge rst_n) 
    begin
        if(!rst_n)
            out_flag <= 0;
        else if(clk_count==7 && {div_reg[2],div_reg[1],div_reg[0]} == 3'b000 && in_flag)
            out_flag <= 1;
        else if(clk_count==7 && {div_reg[2],div_reg[1],div_reg[0]} == 3'b101)
            out_flag <= 1;
        else if(out_flag_sx == 0&& clk_count==4)
            out_flag <= 0;
        else if(out_flag_sx == 1&& clk_count==3)
            out_flag <= 0;
        else
            out_flag <= out_flag;
    end
    always @(posedge clk or negedge rst_n) 
    begin
        if(!rst_n)
            in_flag <= 1;
        else if(clk_count == 7 && {div_reg[2],div_reg[1],div_reg[0]} == 3'b000)
            in_flag <= 1;
        else if(clk_count == 7)
            in_flag <= 0;
        else if(clk_count == 0)
            in_flag <=1;
        else
            in_flag <= in_flag;
    end
    always @(posedge clk or negedge rst_n)
    begin
        if(!rst_n)
            out_flag_sx <= 0;
        else if(clk_count == 7 && {div_reg[2],div_reg[1],div_reg[0]} == 3'b101)
            out_flag_sx <=1;
        else if(clk_count ==7)
            out_flag_sx <=0;
        else
            out_flag_sx <= out_flag_sx;
    end
endmodule
File: /design/flow/constraint.sdc
current_design decoder_A2

set clk_period 2.8
set clk_io_pct 0.2

create_clock -name clk0 -period $clk_period [get_ports {clk}]

set non_clock_inputs [all_inputs -no_clocks]
set_input_delay [expr $clk_period * $clk_io_pct] -clock clk0 $non_clock_inputs
set_output_delay [expr $clk_period * $clk_io_pct] -clock clk0 [all_outputs]
File: /design/flow/config.mk
export PLATFORM = sky130hd
export DESIGN_NAME = decoder_A2
export DESIGN_NICKNAME = decoder_A2
export VERILOG_FILES = /design/flow/design.v
export SDC_FILE = /design/flow/constraint.sdc
export NUM_CORES = 4
export LEC_CHECK = 1
export CORE_AREA = 10 10 92 92
export DIE_AREA = 0 0 102 102
File: /design/flow/run.sh
#!/bin/bash
# OpenROAD 26Q1-2900-gdf79404cd8, Yosys 0.63+post, stock flow scripts
make -C /OpenROAD-flow-scripts/flow DESIGN_CONFIG=/design/flow/config.mk WORK_HOME=/design/flow/orfs finish
==> out/metrics.csv <==
stage;metric;value;unit
outcome;status;finished, final reports clean;
pwr;P_leak;0.655;nW
cts;post-cts resize count;0;
floorplanning;num rows;29;
final_timing;Final Hold Fails;0;
placed_design;placed insts;208;
cts;clk ins delay skew pair;0.26;ns
logic_synthesis;Seq share, synth;0.430;
logic_synthesis;Synth top cell by count;dfrtp_1;
worst_hold_path;hold_sp;r_x[0];
final_timing;Final Slew Violations;0;
floorplanning;die span in x;102;um
global_routing;first-pass GRT wire length;4.40;mm
placed_design;HPWL Detailed;1.86;mm
setup_path;Req. time, crit path;2.95;ns
global_routing;total grt overflow;0;
logic_synthesis;Ys Warns;2;
routing;Starting DRT DRC Count;65;
final_timing;setup repair after global routing missed its margin;no;
global_routing;vias in the first global route;941;
setup_path;Reg-to-Reg End;tmp_out[2];
placed_design;GP Congestion;0.873;
placed_design;I/O Buffers;5;
global_routing;initial antenna violation count;0;
cts;post-CTS setup buffers;0;
final_timing;Least-Margin Pin Slew;0.484;ns
logic_synthesis;Synth area leaders;dfrtp_1 41%, ha_1 10%, mux2_2 5.9%;
final_timing;Period minus WS final;2.08;ns
logic_synthesis;Async SR Flop Fraction;1.00;
logic_synthesis;cell taking the most area after synthesis;dfrtp_1;
finish;Fillers;687;
floorplanning;Pre-Place Util;0.208;
worst_hold_path;worst hold path type;reg2reg;
routing;ANT cells;0;
setup_path;Reg2Reg Setup Slack;0.72;ns
logic_synthesis;Flops after synth;23;
cts;Root Buffer;clkbuf_8;
logic_synthesis;Chip Area, Yosys;1340;um^2
run;# Max-Cap Violations;0;
logic_synthesis;Top cell area share;0.410;
logic_synthesis;ys flop type;dfrtp_1;
setup_path;Critical Path End;tmp_out[2];
routing;DR vias;928;
pwr;PwrDens;1160;nW/um^2
pwr;Peak VDD IR;0.000515;V
logic_synthesis;ys cells;129;
routing;total DRC errors in the routed layout;0;
routing;Vias/cell;4.38;
final_timing;final setup fails;0;
routing;final WL;2.41;mm
setup_path;worst setup path class;reg2reg;
cts;Clk pin slew, worst setup/hold paths;0.08;ns
finish;Top reg by flops;r_x;
routing;routed length per instance;11.4;um
finish;Layout area overhead;12.7;%
cts;H-tree depth;1;
routing;DRT antenna net count;0;
finish;Non-Filler Instances;212;
floorplanning;Chip Area;10400;um^2
finish;biggest regs;r_x: 7 flops, tmp_out: 4 flops;
placed_design;DP Area;1470;um^2
logic_synthesis;Cell Type Count;42;
cts;Post-CTS Hold Fix Bufs;0;
setup_path;CP max stage cell;dfrtp_1;
setup_path;crit path DAT;2.23;ns
run;tool warnings;32;
final_timing;Fin Clk Skew;0.00159;ns
setup_path;crit end category;register;
global_routing;Global Route Usage Sum;0.0504;
floorplanning;chip height;102;um
final_timing;crit share post-route;0.743;
final_timing;slew margin rel.;0.676;
cts;TritonCTS clock tree;done;
finish;Final Util;0.234;
setup_path;Worst setup SP type;register;
routing;first drt pass iteration count;4;
floorplanning;core box area;6460;um^2
setup_path;Setup crit start;clk_count[1];
setup_path;Max FO, Critical Path;9;
logic_synthesis;Post-synth EDFFs;0;
final_timing;hold_ws;0.483;ns
setup_path;Crit Reg-Reg Startpoint;clk_count[1];
placed_design;pre-CTS setup slack;0.751;ns
finish;number of flip-flops in the largest register;7;
floorplanning;IO Pins;6;
final_timing;Setup WS post-layout;0.719;ns
setup_path;largest incremental delay on the critical path;0.41;ns
setup_path;worst path cell trace;ha_1 > ha_1 > and4b_1 > o22a_1 > o22ai_1 > a21oi_1 > mux2_4;
finish;final instance area;1510;um^2
cts;clock sinks;23;
worst_hold_path;hold path depth;2;
global_routing;largest net degree at the start of global routing;14;
logic_synthesis;Mapped Cells;129;
finish;share of layout cells above drive strength 1;0.156;
cts;TritonCTS Buffers;3;
logic_synthesis;mean post-synth cell area;10.4;um^2
cts;clock buffer depth;2;
setup_path;worst r2r path cells;7;
pwr;overall power;1.75;mW
logic_synthesis;cell area after synthesis;1340;um^2
final_timing;setup TNS;0;ns
logic_synthesis;Synth top cells by count;22 x dfrtp_1, 11 x ha_1, 10 x inv_1;
setup_path;Top cell by count, worst path;ha_1;
final_timing;FMAX;0.481;GHz
## cells in the final DEF, fill, tap and decap left out, types with 2 or more instances in the layout
| cell | Yosys | routed |
|---|---|---|
| dfrtp_1 | 22 | 22 |
| ha_1 | 11 | 11 |
| inv_1 | 10 | 10 |
| nand2_1 | 9 | 9 |
| nor2_1 | 9 | 9 |
| a21oi_1 | 8 | 8 |
| o21ai_0 | 7 | 7 |
| mux2_2 | 7 | 7 |
| clkdlybuf4s50_1 | 0 | 5 |
| nand3_1 | 3 | 3 |
| mux2i_1 | 3 | 3 |
| o22ai_1 | 3 | 3 |
| clkbuf_8 | 0 | 3 |
| or2_2 | 2 | 2 |
| o22a_1 | 2 | 2 |
| xnor2_1 | 2 | 2 |
| nor3_1 | 2 | 2 |
| o21ai_1 | 2 | 2 |
| o221ai_1 | 2 | 2 |
## power by group
| part | leakage, nW | switching (mW) | internal (mW) |
|---|---|---|---|
| Combinational | 0.360 | 0.421 | 0.442 |
| Sequential | 0.270 | 0.179 | 0.506 |
| Clock | 0.0255 | 0.105 | 0.0992 |
## how the worst min path moves through the flow
stage | to | slack (ns)
4_1_cts | r_x[0] | 0.48
5_1_grt | r_x[0] | 0.52
6_report | r_x[0] | 0.48
## critical path, delay by kind of cell (launching register included)
kind	cells	cell delay, ns
fa+ha+maj	2	0.53
compound gates	3	0.44
flops	1	0.41
simple gates	1	0.33
mux	1	0.26
## layer usage
layer,vias up,GRT usage,share of wire
met4,0,0.00434,0.0042
met1,437,0.0744,0.51
met5,-,0,0
li1,474,-,-
met3,2,0.0109,0.031
met2,15,0.0770,0.46
## cell type report
| cell class | instances | area (um^2) | area share |
|---|---|---|---|
| multi-input cells | 92 | 698 | 0.462 |
| flip-flops and latches | 23 | 577 | 0.381 |
| well taps | 77 | 96.3 | 0.0637 |
| repair buffers | 6 | 57.6 | 0.0380 |
| clock buffers | 3 | 41.3 | 0.0273 |
| inverters | 10 | 37.5 | 0.0248 |
| clock inverters | 1 | 5.00 | 0.00331 |
## cells by family after synthesis
logic type | Yosys count | share of synthesized area
AOI/OAI and AO/OA | 36 | 0.189
and+or+nand+nor | 31 | 0.116
DFF | 23 | 0.430
buffers and inverters | 14 | 0.0503
muxes | 11 | 0.0923
adders and majority gates | 11 | 0.103
xor gates and xnor gates | 3 | 0.0196
Power is estimated from default activity; no workload was simulated.
