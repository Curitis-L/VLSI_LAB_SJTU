--- design/flow/design.v ---
module decoder_A1 (
    input clk,
    input rst_n,
    input data_in,
    output data_out,
    output reg out_flag      
);
    reg div_reg[2:0];       
    wire div_feedback;       
    reg [2:0] clk_count;     
    reg [6:0] r_x;            
    reg [3:0] tmp_out;       
    parameter s0 = 7'b0000000;
    parameter s1 = 7'b0000001;
    parameter s2 = 7'b0000010;
    parameter s3 = 7'b0000100;
    parameter s4 = 7'b0001000;
    parameter s5 = 7'b0010000;
    parameter s6 = 7'b0100000;
    parameter s7 = 7'b1000000;
    assign div_feedback = div_reg[2];
    assign data_out = tmp_out[3];
    always @(posedge clk or negedge rst_n)
    begin
        if(!rst_n)
            r_x <= 7'b0000000;
        else
            r_x <= {r_x[5:0],data_in};      
    end
    always @(posedge clk or negedge rst_n) 
    begin
        if(!rst_n)
            div_reg[0] <= 1'b0;
        else if(clk_count<=2 || clk_count == 7)
            div_reg[0] <= data_in; 
        else
            div_reg[0] <= data_in ^ div_feedback;
    end
    always @(posedge clk or negedge rst_n) 
    begin
        if(!rst_n)
            div_reg[1] <= 1'b0;
        else if(clk_count<=2 || clk_count == 7)
            div_reg[1] <= div_reg[0]; 
        else
            div_reg[1] <= div_reg[0] ^ div_feedback;
    end
    always @(posedge clk or negedge rst_n) 
    begin
        if(!rst_n)
            div_reg[2] <= 1'b0;
        else 
            div_reg[2] <= div_reg[1]; 
    end
    always @(posedge clk or negedge rst_n) 
    begin
        if(!rst_n)
            tmp_out <= 4'b0000;
        else if(clk_count == 7)
        begin
            case({div_reg[2],div_reg[1],div_reg[0]})
                3'b001:begin
                    tmp_out <= r_x[6:3]^s1[6:3];
                end
                3'b010:begin
                    tmp_out <= r_x[6:3]^s2[6:3];
                end
                3'b100:begin
                    tmp_out <= r_x[6:3]^s3[6:3];
                end
                3'b011:begin
                    tmp_out <= r_x[6:3]^s4[6:3];
                end
                3'b110:begin
                    tmp_out <= r_x[6:3]^s5[6:3];
                end
                3'b111:begin
                    tmp_out <= r_x[6:3]^s6[6:3];
                end
                3'b101:begin
                    tmp_out <= r_x[6:3]^s7[6:3];
                end
                default:begin
                    tmp_out <= r_x[6:3]^s0[6:3];
                end
            endcase
        end
        else if(clk_count<=3)
            tmp_out <= {tmp_out[2:0],tmp_out[3]};
        else
            tmp_out <= tmp_out;
    end
    always @(posedge clk or negedge rst_n) 
    begin
        if(!rst_n)
            clk_count <= 0;
        else if(clk_count == 7)
            clk_count <= 1;
        else
            clk_count <= clk_count + 1;
    end
    always @(posedge clk or negedge rst_n) 
    begin
        if(!rst_n)
            out_flag <= 0;
        else if(clk_count==7)
            out_flag <= 1;
        else if(clk_count==4)
            out_flag <= 0;
        else
            out_flag <= out_flag;
    end
endmodule
--- design/flow/run.sh ---
#!/bin/bash
# OpenROAD 26Q1-2900-gdf79404cd8, Yosys 0.63+post, stock flow scripts
make -C /OpenROAD-flow-scripts/flow DESIGN_CONFIG=/design/flow/config.mk WORK_HOME=/design/flow/orfs finish
--- design/flow/config.mk ---
export PLATFORM = sky130hd
export DESIGN_NAME = decoder_A1
export DESIGN_NICKNAME = decoder_A1
export VERILOG_FILES = /design/flow/design.v
export SDC_FILE = /design/flow/constraint.sdc
export NUM_CORES = 4
export LEC_CHECK = 1
export CORE_AREA = 10 10 92 92
export DIE_AREA = 0 0 102 102
--- design/flow/constraint.sdc ---
current_design decoder_A1

set clk_period 1.6
set clk_io_pct 0.2

create_clock -name clk0 -period $clk_period [get_ports {clk}]

set non_clock_inputs [all_inputs -no_clocks]
set_input_delay [expr $clk_period * $clk_io_pct] -clock clk0 $non_clock_inputs
set_output_delay [expr $clk_period * $clk_io_pct] -clock clk0 [all_outputs]
==> flow_summary.ini <==
; yosys + openroad results
[timing]
skew_ns = 0.00134
tns_ns = 0
worst_slew_pin_slew_ns = 0.242
fin_crit_sh = 0.917
setup_viol = 0
max_clock_freq_ghz = 0.682
slew_viol_final = 0
min_period_ns = 1.47
grt_setup_unrepaired = false
maxSlewHeadroom = 0.837
hold_viol_final = 0

[worst_setup_path]
worst-path-stages = 5
reg2reg_to = tmp_out[3]
crit_path_max_fanout = 5
cp_cell_sequence = ha_1, ha_1, nor2_2, a21oi_1, a221o_1
end_kind = flip-flop
rrSetupSlack_ns = 0.13
max_stage_delay_ns = 0.38
crit_buf_inv = 0
r2r_start = clk_count[0]
critPathKind = flip-flop to flip-flop
cp_data_required_time_ns = 1.73
rr_worst_depth = 5
critPathLaunchType = flip-flop
worst_path_max_delay_cell = dfrtp_1
crit_start = clk_count[0]
cpMostUsedCell = ha_1
path_delay_family = adder cells
arrival_ns = 1.60

[yosys]
syn_area_sq_um = 752
synthCells = 59
compound_area_frac = 0.106
top_area_frac = 0.599
ys_top_cells_by_area = dfrtp_1 60%, ha_1 8.3%, xnor2_1 7.0%, a221o_1 5.3%, nand2b_1 4.2%
ys_seq_elements = 18
logic_family = simple AND/OR/NAND/NOR gates
fa_ha_area_frac = 0.0832
synthDistinctLibCells = 16
yosys_warnings = 2
yosys_area_sq_um = 752
ys_cells = 59
avgSynthCellArea_sq_um = 12.7
yosys.area.top_type = dfrtp_1
simple_gate_share = 0.116
postSynthSeqShare = 0.599
synth-xor-area-share = 0.0699
mux_area_frac = 0

[floorplan]
die-area_sq_mm = 0.0104
fp-utilization = 0.116
io-pin-count = 5
core-area_sq_mm = 0.00646
die_y_um = 102
std_cell_rows = 29
die_x_um = 102

[routing]
totalWireLength_um = 1150
viasPerCell = 3.00
insertedDiodeCount = 0
antenna_left = 0
wl_per_cell_um = 7.74
drcViolationCount = 0
vias = 444
drt-pass1-iter-count = 4
drt_iter0_markers = 35

[layout]
layout_top_cell = dfrtp_1
lay_top_cells = 18 x dfrtp_1, 6 x xnor2_1, 5 x nand2b_1, 5 x ha_1, 5 x buf_4
largest_register_ff_count = 7
regMostFlops = r_x
num-fill-cells = 708
reg.largest.list = r_x (7), tmp_out (4)
drive_above_1_share = 0.155
area_delta_synth_final_pct = 30.3
fin_util = 0.152

[power]
p_int_w = 0.000788
seq_power_share = 0.533
power.switching_w = 0.000219
power_density_mw_per_mm2 = 1030
p_leak_nw = 0.419
clkPwrFrac = 0.357
switching_share = 0.217
total_power_w = 0.00101
combinationalPowerShare = 0.110
ir_drop_mv = 0.845

[global_route]
grt_use_total = 0.0218
grt_antenna_before_repair = 0
grt_pass1_wl_um = 1870
grt_pass1_vias = 418
grt_overflow = 0
grt_max_degree = 19

[worst_hold_path]
hold_path_class = flip-flop to flip-flop
min_from = r_x[1]
hold_path_end = r_x[2]
whs_path_depth = 0

[clock_tree]
post_cts_buffers = 0
clock-root-buffer = clkbuf_8
holdBufCountCts = 0
ctsResizeCount = 0
cts_tree = built
clock-sinks = 18
htree_levels = 1
cts_buffers = 3
clock_path_buffers = 2
insertion_delay_ns = 0.25
clk_transition_reported_paths_ns = 0.07

[job]
log.warning_count = 28
drv_cap = 0

[place]
gp_congestion = 0.736
place.port_buffers = 4
place_hpwl_um = 838

[outcome]
status = completed
-- per-stage QoR --
stage / instances / area, sq um / hold WS (ns) / setup slack (ns)
3_3_place_gp: 144 / 922 / 0.333 / 0.0903
2_1_floorplan: 59 / 752 / 0.0244 / 0.112
5_1_grt: 148 / 980 / 0.362 / 0.0427
6_report: 148 / 980 / 0.350 / 0.134
4_1_cts: 148 / 977 / 0.353 / 0.0584
3_5_place_dp: 144 / 922 / 0.337 / 0.0789
-- per-layer routing --
metal,global-route usage,share of wire
met1,0.0301,0.53
met2,0.0311,0.40
met3,0.0116,0.060
met4,0.00108,0.0052
met5,0,0
-- cell usage after synthesis (all sizes together) --
cell type / count
dfrtp: 18
xnor2: 6
ha: 5
nand2b: 5
a21oi: 4
a221o: 4
inv: 4
nand3b: 3
a21o: 2
nor2b: 2
and2: 1
clkbuf: 1
nand2: 1
nand3: 1
nor2: 1
o21ai: 1
-- final cells by class --
class / count / area, sq um / share of cell area
Sequential cell: 18 / 450 / 0.460
Multi-Input combinational cell: 36 / 285 / 0.291
Clock buffer: 4 / 55.1 / 0.0562
Inverter: 4 / 15.0 / 0.0153
Tap cell: 77 / 96.3 / 0.0983
Timing Repair Buffer: 9 / 77.6 / 0.0792
-- worst max path at each step --
stage / slack, ns / end
global route: 0.04 / tmp_out[0]
CTS: 0.06 / tmp_out[3]
finish: 0.13 / tmp_out[3]
-- power by group through the flow --
| stage | clock (W) | combinational (W) | sequential (W) |
|---|---|---|---|
| 4_1_cts | 0.000374 | 0.000113 | 0.000536 |
| 5_1_grt | 0.000392 | 0.000124 | 0.000542 |
| 6_report | 0.000360 | 0.000111 | 0.000536 |
-- logic make-up after synthesis --
group,count (synthesis)
xor gates and xnor gates,6
DFF,18
and+or+nand+nor,14
buffers and inverters,5
adders and majority gates,5
AOI/OAI and AO/OA,11
-- worst reg2reg max path, cell delays in order, from the launching register on --
cell,delay [ns]
dfrtp_1,0.38
ha_1,0.22
ha_1,0.22
nor2_2,0.19
a21oi_1,0.09
a221o_1,0.26
Power figures rest on the tool's default switching activity, not on a simulated workload.
